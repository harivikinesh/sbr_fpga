**run.sh**
```bash
#!/bin/bash
# OpenROAD 26Q1-2900-gdf79404cd8, Yosys 0.63+post, stock flow scripts
make -C /OpenROAD-flow-scripts/flow DESIGN_CONFIG=/design/flow/config.mk WORK_HOME=/design/flow/orfs finish
```
**config.mk**
```make
export PLATFORM = sky130hd
export DESIGN_NAME = fpu_adder
export DESIGN_NICKNAME = fpu_adder
export VERILOG_FILES = /design/flow/design.v
export SDC_FILE = /design/flow/constraint.sdc
export NUM_CORES = 4
export LEC_CHECK = 1
export CORE_UTILIZATION = 40
```
**constraint.sdc**
```tcl
current_design fpu_adder

set clk_period 73.9
set clk_io_pct 0.2

create_clock -name clk0 -period $clk_period

set non_clock_inputs [all_inputs -no_clocks]
set_input_delay [expr $clk_period * $clk_io_pct] -clock clk0 $non_clock_inputs
set_output_delay [expr $clk_period * $clk_io_pct] -clock clk0 [all_outputs]
```
**design.v**
```verilog
module fpu_adder(
    input [31:0] a,       
    input [31:0] b,       
    output [31:0] result  
);
    wire sign_a = a[31];
    wire sign_b = b[31];
    wire [7:0] exp_a = a[30:23];
    wire [7:0] exp_b = b[30:23];
    wire [23:0] mant_a = {1'b1, a[22:0]};  
    wire [23:0] mant_b = {1'b1, b[22:0]};  
    wire [24:0] mant_diff;
    wire sign_result;
    wire _subtract = (sign_a ^ sign_b);
    wire [7:0] exp_diff;
    wire [23:0] mant_a_shifted, mant_b_shifted;
    assign exp_diff = (exp_a > exp_b) ? (exp_a - exp_b) : (exp_b - exp_a);
    assign mant_a_shifted = (exp_a >= exp_b) ? mant_a : (mant_a >> exp_diff);
    assign mant_b_shifted = (exp_b >= exp_a) ? mant_b : (mant_b >> exp_diff);
    assign {sign_result, mant_diff} = _subtract ? (mant_a_shifted > mant_b_shifted ? ({1'b0, mant_a_shifted} - {1'b0,mant_b_shifted}) : ({1'b0, mant_b_shifted} - {1'b0,mant_a_shifted})) : ({1'b0,mant_a_shifted} + {1'b0,mant_b_shifted});
    wire [7:0] exp_result;
    assign exp_result =(exp_a >= exp_b) ? exp_a : exp_b;
    wire [23:0] mant_norm;
    wire [7:0] final_exp_result;
    wire [4:0] leading_zeroes;
    assign leading_zeroes = (mant_diff[23] ? 5'd0 :
                            mant_diff[22] ? 5'd1 :
                            mant_diff[21] ? 5'd2 :
                            mant_diff[20] ? 5'd3 :
                            mant_diff[19] ? 5'd4 :
                            mant_diff[18] ? 5'd5 :
                            mant_diff[17] ? 5'd6 :
                            mant_diff[16] ? 5'd7 :
                            mant_diff[15] ? 5'd8 :
                            mant_diff[14] ? 5'd9 :
                            mant_diff[13] ? 5'd10 :
                            mant_diff[12] ? 5'd11 :
                            mant_diff[11] ? 5'd12 :
                            mant_diff[10] ? 5'd13 :
                            mant_diff[9]  ? 5'd14 :
                            mant_diff[8]  ? 5'd15 :
                            mant_diff[7]  ? 5'd16 :
                            mant_diff[6]  ? 5'd17 :
                            mant_diff[5]  ? 5'd18 :
                            mant_diff[4]  ? 5'd19 :
                            mant_diff[3]  ? 5'd20 :
                            mant_diff[2]  ? 5'd21 :
                            mant_diff[1]  ? 5'd22 : 5'd23);
    assign mant_norm = mant_diff << leading_zeroes;
    assign final_exp_result = exp_result - leading_zeroes;
    assign result = {sign_result, final_exp_result, mant_norm[22:0]};
endmodule
```
==> notes.md <==
The synthesis and PnR run went through. The design draws 327.0 uW. By instance count after routing, the leading logic cell type is sky130_fd_sc_hd__nand2_1. Slew of the pin with the lowest slew margin landed at 0.9078 ns. Fraction of met3 tracks used by global routing landed at 5.257%. In this design, the largest share of critical-path delay is due to AND-OR/OR-AND gates. Entering global routing, the biggest net connects 51 pins. Placeable core area landed at 22090 um2.

Net switching power landed at 193.6 uW. STA classifies the critical path startpoint as an input port. The worst path needs 41.87 ns of the cycle, external delays included.

Yosys stat cell total landed at 1375. Number of antenna violations at the first check in global routing landed at 1. Number of buffer cells added on primary ports landed at 96.

Global routing finished with a remaining overflow of 0. met2 track demand over resource after global routing is 45.06%. The horizontal die dimension reported for this design is 152.8 um. Per the detail_route report, DRC violations left total 0. For this run, global-route usage on met1 was measured as 41.69%. Vertical die dimension landed at 152.8 um.

The first global-routing pass estimated 53230 um of wire. Per the post-route antenna check, the number of violating nets is 0. The highest supply drop recorded on VDD is 0.01526 mV.

Total count of hold-check failures in the final report landed at 0. The layout summary lists the proportion of cells stronger than drive strength 1 as 7.234%. The worst setup path is captured at an output port.

Per the detailed-route log, wirelength across all metal layers totals 33330 um. The timing report gives the biggest stage delay along the critical path as 0.67 ns. The detailed router placed 10420 vias in this run. Number of iterations in the first detailed-routing pass landed at 19. Data arrives at the worst endpoint at 27.09 ns. Average via count per standard cell landed at 6.160. All-layer global routing usage landed at 28.68%. Counting the clock-network buffers in the layout gives 0. A synthesized cell averages 6.617 um2.

Hold-fix buffer count after cts landed at 0. Area growth from synthesis to layout landed at 12.79%. Switching fraction of total power landed at 59.22%.

OpenROAD reports that the post-layout worst path occupies 56.65% of the period. The floorplan report gives the top-level pin count as 96. After the first detailed-routing iteration, the DRC count stood at 802. Internal cell power landed at 133.3 uW. Required arrival time at the worst endpoint landed at 59.12 ns. After detailed routing, the average wire length per cell comes to 19.71 um. Number of global-route vias before repair landed at 9589. Fmax landed at 0.02389 GHz. Floorplan-stage core utilization landed at 41.18%. Chip area landed at 23350 um2.

The HPWL after detailed placement is 27660 um. Setup repair after global routing left no endpoint under its margin. The synthesized netlist handed to floorplanning was reported with a cell count of 1375. Final count of pins violating max slew landed at 0. Post-synthesis cell type count landed at 99.

Before any placement, the netlist area is recorded as 9099 um2. Sequential cells were found to cover 0% of the synthesized design area. After global routing, the most crowded layer is met2. There are 0 flip-flops and latches. In this run the power density over the cells is 31.86 nW/um2. The run finished with clean final reports.

In this run the static leakage power is 4.380 nW. Of all nets on the critical path, the largest fanout is 28. STA reports the tightest min-delay check as being of type input port to output port.

The worst setup path is of the input port to output port kind. For the final routed database, the setup TNS stands at 0 ns. Post-cts resize count landed at 0. Number of maximum-capacitance constraint violations landed at 0. For reference, the placement row count at floorplan is 54.

Count of final setup violators landed at 0. The slowest stage of the critical path belongs to the cell sky130_fd_sc_hd__nor2_1. Yosys-reported design area after synthesis landed at 9099 um2. Relative slew slack landed at 39.07%. Yosys warning count landed at 0.

The number of warnings reported in the stage logs is 87. Across the whole layout, storage elements account for 0 um2. The most common logic cells in the final layout are 154 x sky130_fd_sc_hd__nand2_1, 132 x sky130_fd_sc_hd__nor2_1, 100 x sky130_fd_sc_hd__inv_1, 96 x sky130_fd_sc_hd__clkdlybuf4s50_1, 93 x sky130_fd_sc_hd__mux2i_1. The number of buffers and inverters on the critical path is 7. Per the gpl log, the routability congestion estimate is 0.9963. Post-CTS repair timing setup buffer count landed at 0.
per-stage QoR:
step	cell area, um2	util (%)	setup WS [ns]	hold slack (ns)	instances
global route	10260	46.44	31.17	30.75	1690
floorplan	9099	-	35.17	29.67	1375
global placement	10260	46.44	32.31	30.64	1690
CTS	10260	46.44	32.17	30.64	1690
finish	10260	46.45	32.03	30.63	1691
detailed placement	10260	46.44	32.19	30.64	1690
worst paths after layout:
check	startpoint	to	cells past startpoint
worst min-delay path	b[30]	result[30]	4
worst max-delay path	a[23]	result[30]	47
synth_stat cells, drive strengths merged, types with 8 or more instances:
cell    instances  share of area (%)
a221oi          9                1.0
o211ai         13                1.3
a32oi          14                1.3
or2            12               0.83
ha             92                 13
nand2b         17                1.2
xnor2          21                2.2
buf            27                1.8
o21bai         12               0.99
a211oi         17                1.5
nor2b           8               0.55
xor2           11                1.1
nor2          135                5.7
or3            16                1.2
a211o           8               0.77
a21oi          96                5.7
nand3          29                1.6
o21a           10               0.83
nand4          13               0.89
nand2         155                6.4
and3           14               0.96
o31ai          24                2.1
a21o           23                1.9
o21ai          84                4.7
o22ai          13               0.89
and2            9               0.62
mux2i          96                 11
mux2           19                2.4
o31a            9               0.87
o221ai         13                1.3
a31oi          27                2.0
nor4           11               0.83
inv           101                4.2
nor3           42                2.4
clkbuf         62                2.6
tightest hold or removal path: cells and delay by family:
kind | cells | cell delay [ns]
buf+inv | 2 | 0.85
xor+xnor | 1 | 0.16
compound gates | 1 | 0.06
layout make-up:
cell class                 count  area, um2
inverter                     101      379.1
timing repair buffer         124       1171
multi-input combinational   1185       8359
fill                        2307      11830
antenna                        1      2.502
tap                          280      350.3
per-layer routing:
metal,up-vias,part of all wire (%)
met3,33,8.1
met4,0,1.6
li1,5165,-
met5,-,0
met2,412,44
met1,4806,47
cell families (layout without fill, tap and decap cells):
family,count (synthesis),in the layout,synth area share (%)
AND/OR/NAND/NOR,489,489,25.83
AND-OR/OR-AND,451,451,35.41
buffers and inverters,190,225,8.553
multiplexers,115,115,13.00
adder cells (fa/ha/maj),98,98,13.97
XOR/XNOR,32,32,3.245
other,0,1,0
power by group through the flow:
stage    logic, mW  clock network, mW  registers, mW
4_1_cts      0.320                  0              0
5_1_grt      0.356                  0              0
Power figures rest on the tool's default switching activity, not on a simulated workload.
