### ./design.v
module decimal_to_fpu(
    input [31:0] dec,
    output [31:0] fpu
);
    wire sign;
    wire [31:0] abs_value;
    wire [7:0] exponent;
    wire [22:0] mantissa;
    wire [31:0] normalized_value;
    wire [4:0] leading_zeros;
    wire [7:0] biased_exponent;
    assign sign = dec[31];
    assign abs_value = sign ? -dec : dec;
    Normalize normalize_inst(
        .value(abs_value),
        .normalized_value(normalized_value),
        .leading_zeros(leading_zeros)
    );
    assign biased_exponent = 8'd127 + 8'd31 - {3'b0, leading_zeros};
    assign mantissa = normalized_value[30:8];
    assign fpu = {sign, biased_exponent, mantissa};
endmodule
module Normalize(
    input [31:0] value,
    output reg [31:0] normalized_value,
    output reg [4:0] leading_zeros
);
    always @* begin
        if (value[31]) begin
            leading_zeros = 5'd0;
            normalized_value = value;
        end else if (value[30]) begin
            leading_zeros = 5'd1;
            normalized_value = value << 1;
        end else if (value[29]) begin
            leading_zeros = 5'd2;
            normalized_value = value << 2;
        end else if (value[28]) begin
            leading_zeros = 5'd3;
            normalized_value = value << 3;
        end else if (value[27]) begin
            leading_zeros = 5'd4;
            normalized_value = value << 4;
        end else if (value[26]) begin
            leading_zeros = 5'd5;
            normalized_value = value << 5;
        end else if (value[25]) begin
            leading_zeros = 5'd6;
            normalized_value = value << 6;
        end else if (value[24]) begin
            leading_zeros = 5'd7;
            normalized_value = value << 7;
        end else if (value[23]) begin
            leading_zeros = 5'd8;
            normalized_value = value << 8;
        end else if (value[22]) begin
            leading_zeros = 5'd9;
            normalized_value = value << 9;
        end else if (value[21]) begin
            leading_zeros = 5'd10;
            normalized_value = value << 10;
        end else if (value[20]) begin
            leading_zeros = 5'd11;
            normalized_value = value << 11;
        end else if (value[19]) begin
            leading_zeros = 5'd12;
            normalized_value = value << 12;
        end else if (value[18]) begin
            leading_zeros = 5'd13;
            normalized_value = value << 13;
        end else if (value[17]) begin
            leading_zeros = 5'd14;
            normalized_value = value << 14;
        end else if (value[16]) begin
            leading_zeros = 5'd15;
            normalized_value = value << 15;
        end else if (value[15]) begin
            leading_zeros = 5'd16;
            normalized_value = value << 16;
        end else if (value[14]) begin
            leading_zeros = 5'd17;
            normalized_value = value << 17;
        end else if (value[13]) begin
            leading_zeros = 5'd18;
            normalized_value = value << 18;
        end else if (value[12]) begin
            leading_zeros = 5'd19;
            normalized_value = value << 19;
        end else if (value[11]) begin
            leading_zeros = 5'd20;
            normalized_value = value << 20;
        end else if (value[10]) begin
            leading_zeros = 5'd21;
            normalized_value = value << 21;
        end else if (value[9]) begin
            leading_zeros = 5'd22;
            normalized_value = value << 22;
        end else if (value[8]) begin
            leading_zeros = 5'd23;
            normalized_value = value << 23;
        end else if (value[7]) begin
            leading_zeros = 5'd24;
            normalized_value = value << 24;
        end else if (value[6]) begin
            leading_zeros = 5'd25;
            normalized_value = value << 25;
        end else if (value[5]) begin
            leading_zeros = 5'd26;
            normalized_value = value << 26;
        end else if (value[4]) begin
            leading_zeros = 5'd27;
            normalized_value = value << 27;
        end else if (value[3]) begin
            leading_zeros = 5'd28;
            normalized_value = value << 28;
        end else if (value[2]) begin
            leading_zeros = 5'd29;
            normalized_value = value << 29;
        end else if (value[1]) begin
            leading_zeros = 5'd30;
            normalized_value = value << 30;
        end else begin
            leading_zeros = 5'd31;
            normalized_value = value << 31;
        end
    end
endmodule
### ./run.sh
#!/bin/bash
# OpenROAD 26Q1-2900-gdf79404cd8, Yosys 0.63+post, stock flow scripts
make -C /OpenROAD-flow-scripts/flow DESIGN_CONFIG=/design/flow/config.mk WORK_HOME=/design/flow/orfs finish
### ./config.mk
export PLATFORM = sky130hd
export DESIGN_NAME = decimal_to_fpu
export DESIGN_NICKNAME = decimal_to_fpu
export VERILOG_FILES = /design/flow/design.v
export SDC_FILE = /design/flow/constraint.sdc
export NUM_CORES = 4
export LEC_CHECK = 1
export CORE_UTILIZATION = 30
### ./constraint.sdc
current_design decimal_to_fpu

set clk_period 13.3
set clk_io_pct 0.2

create_clock -name clk0 -period $clk_period

set non_clock_inputs [all_inputs -no_clocks]
set_input_delay [expr $clk_period * $clk_io_pct] -clock clk0 $non_clock_inputs
set_output_delay [expr $clk_period * $clk_io_pct] -clock clk0 [all_outputs]
==> reports/results.txt <==
status -> complete, no violations
Fmax -> 0.0943 GHz
Flop area -> 0 um2
Vias/cell -> 7.17
# IOs -> 64
fa+ha+maj area frac -> 0.00418
worst rel slew slack -> 0.338
pin count of the biggest net entering global routing -> 59
Setup TNS Final -> 0 ns
Fillers -> 2136
initial antenna violation count -> 0
Core ar. -> 19500 um2
yosys xor share -> 0.0997
final antenna-violating net count -> 0
Global Route Usage Sum -> 0.313
# hold bufs at CTS -> 0
CP Data Required Time -> 10.64 ns
Inserted Diodes -> 0
Overflow after GRT -> 0
WL/cell -> 26.3 um
Chip Width -> 143 um
most frequent cells in the layout -> 107 x o21ai_0, 83 x nand2_1, 82 x a21oi_1
first-pass GRT wire length -> 48400 um
Syn Inst Count -> 948
startpoint class of the critical path -> input pin
count of cell types in the netlist -> 84
Hold Path Sink -> fpu[31]
chip area -> 20500 um2
DP Area -> 7020 um2
CP max stage cell -> nor2_1
Crit. End Element -> output pin
crit path DAT -> 7.94 ns
VDD IR max -> 20.6 uV
postcts setup bufs -> 0
Mapped Avg Cell Area -> 6.32 um2
most frequent logic cell in the layout -> o21ai_0
Detail Placement HPWL -> 21300 um
crit-path cells -> clkdlybuf4s50_1 > buf_4 > clkinv_1 > ha_1 > nor4b_4 > nand2_1 > o41ai_2 > xnor2_2 > buf_4 > nor2_1 > nand3_1 > o311ai_1 > a31oi_1 > o41ai_2 > clkdlybuf4s50_1
crit-path max cell delay -> 0.72 ns
DIE HEIGHT -> 143 um
worst slew pin tran -> 0.986 ns
crit path time final -> 10.60 ns
share of cells above drive strength 1 -> 0.139
Clock buffer cells -> 0
GR Util met3 -> 0.0594
final wirelength -> 32100 um
detailed-route via count -> 8756
final period utilization -> 0.797
Port Buffers -> 64
Placer Congestion -> 1.04
PD cells -> 61.4 nW/um2
hold_sp -> dec[31]
drt first pass iters -> 6
Initial Utilization -> 0.307
Worst Path Max Fanout -> 26
DR iter-0 viols -> 1507
cell area after layout -> 7020 um2
worst hold stages -> 3
Layout area overhead -> 17.3%
post-cts resize count -> 0
stage-log warning count -> 32
GRT met1 Usage -> 0.452
Max Slew Vio Count -> 0
row cnt -> 51
Logic family by area -> AND-OR/OR-AND gates
Hold Violations, Final -> 0
Max Cap Viol -> 0
YS chip area -> 5990 um2
RSZ-0062 raised after global routing -> no
vias in the first global route -> 7712
leakage -> 0.00206 uW
Top Usage Layer GRT -> met2
and+or+nand+nor area frac -> 0.229
hold_ws -> 6.25 ns
Final setup viols -> 0
synthesis warning total -> 1
worst hold-check path type -> input pin to output pin
# DRC -> 0
flop count -> 0
yosys aoi share -> 0.571
mux cell area share after synthesis -> 0.00355
Synth Seq Share -> 0
yosys cell count -> 948
met2 Use GR -> 0.461
crit path kind -> input pin to output pin
Post-Synthesis Cell Area -> 5990 um2
==> worst max-delay path: cells and delay by family <==
family	cells	cell delay, ns
fa+ha+maj	1	0.25
compound gates	4	1.52
buf+inv	5	1.65
simple gates	4	1.73
xor+xnor	1	0.09
==> cells in the mapped netlist, types with 27 or more instances <==
master,number,area [um2]
nand3_1,37,185
nand2_1,83,312
a21oi_1,82,410
o211ai_1,27,203
clkbuf_1,71,267
a221oi_1,37,324
o221ai_1,46,403
nor2_1,62,233
xnor2_1,37,324
nor3_1,32,160
o21ai_0,107,536
buf_2,34,170
==> area by class of cell <==
cell class,count,area [um2],area share
tap,265,332,0.0472
timing repair buffer,129,1120,0.160
inverter,9,33.8,0.00481
multi-input combinational,818,5540,0.788
==> kinds of logic after synthesis <==
kind of cell	after synthesis
AND/OR/NAND/NOR	275
AND-OR/OR-AND	476
adder cells (fa/ha/maj)	2
multiplexers	2
buffers and inverters	130
XOR/XNOR	63
==> where the power goes <==
part	total (uW)	leakage [uW]	switching, uW	internal, uW
logic	431	0.00206	279	152
clock network	0	0	0	0
registers	0	0	0	0
total	431	0.00206	279	152
==> per-layer routing <==
| metal | part of all wire | wire [um] | vias up |
|---|---|---|---|
| li1 | - | - | 3807 |
| met1 | 0.40 | 12700 | 4006 |
| met2 | 0.42 | 13400 | 789 |
| met5 | 0 | 0 | - |
| met3 | 0.14 | 4350 | 154 |
| met4 | 0.051 | 1630 | 0 |
==> how the worst max path moves through the flow <==
stage,from,to,slack (ns)
4_1_cts,dec[0],fpu[16],2.93
6_report,dec[0],fpu[16],2.70
5_1_grt,dec[0],fpu[21],2.45
==> through the flow <==
stage / utilization / worst slack, ns / power (uW) / cells
after floorplan: - / 4.98 / 247 / 948
after global placement: 0.360 / 2.96 / 414 / 1221
after detailed placement: 0.360 / 2.94 / 411 / 1221
after CTS: 0.360 / 2.93 / 412 / 1221
after global routing: 0.360 / 2.45 / 453 / 1221
final: 0.360 / 2.70 / 431 / 1221
Power figures rest on the tool's default switching activity, not on a simulated workload.
